File: flow/design.v
module inputconditioner
(
input 	    clk,             
input	    noisysignal,     
output reg  conditioned,     
output reg  positiveedge,    
output reg  negativeedge     
);
    parameter counterwidth = 3;  
    parameter waittime = 3;      
    reg[counterwidth-1:0] counter = 0;
    reg synchronizer0 = 0;
    reg synchronizer1 = 0;
    always @(posedge clk ) begin
        if(conditioned == synchronizer1) begin
            counter <= 0;
            negativeedge <= 1'b0;
            positiveedge <= 1'b0;  
        end
        else begin
            if( counter == waittime) begin
                counter <= 0;
                conditioned <= synchronizer1;
                negativeedge <= conditioned&~synchronizer1;  
                positiveedge <= ~conditioned&synchronizer1;
            end
            else begin
                counter <= counter+1;
                negativeedge <= 1'b0;  
                positiveedge <= 1'b0;
            end
        end
        synchronizer0 <= noisysignal;
        synchronizer1 <= synchronizer0;
    end
endmodule
module shiftregister
#(parameter width = 8)
(
input               clk,                 
input               peripheralClkEdge,   
input               parallelLoad,        
input  [width-1:0]  parallelDataIn,      
input               serialDataIn,        
output [width-1:0]  parallelDataOut,     
output              serialDataOut        
);
    integer i;
    reg [width-1:0]      shiftregistermem;
    always @(posedge clk) begin
        if (parallelLoad) begin
            shiftregistermem <= parallelDataIn;
        end 
        else begin
            if (peripheralClkEdge) begin
                for(i = 0; i < width-1; i=i+1)begin
                    shiftregistermem[i+1] <= shiftregistermem[i]; 
                end
                shiftregistermem[0] <= serialDataIn;
            end
        end
    end
    assign parallelDataOut = shiftregistermem;
    assign serialDataOut = shiftregistermem[width-1];
endmodule
module midpoint
(
input clk,
input [0:0] btn,
input[2:0] sw,
output reg [3:0] led
);
wire parallelLoad;
wire serialIn;
wire clkEdge;
wire[7:0] outputLEDs;
always @(posedge clk) begin
        if (sw[2] == 0) begin
                led <= outputLEDs[3:0];
        end else begin
                led <= outputLEDs[7:4];
        end
end
inputconditioner inputcon1(
        .clk(clk),
        .noisysignal(btn[0]),
        .conditioned(),
        .positiveedge(),
        .negativeedge(parallelLoad)
);
inputconditioner inputcon2(
        .clk(clk),
        .noisysignal(sw[0]),
        .conditioned(serialIn),
        .positiveedge(),
        .negativeedge()
);
inputconditioner inputcon3(
        .clk(clk),
        .noisysignal(sw[1]),
        .conditioned(),
        .positiveedge(clkEdge),
        .negativeedge()
);
shiftregister shifty(
        .clk(clk),
        .peripheralClkEdge(clkEdge),
        .parallelLoad(parallelLoad),
        .parallelDataIn('hA5),
        .serialDataIn(serialIn),
        .parallelDataOut(outputLEDs),
        .serialDataOut()
);
endmodule
File: flow/run.sh
#!/bin/bash
# OpenROAD 26Q1-2900-gdf79404cd8, Yosys 0.63+post, stock flow scripts
make -C /OpenROAD-flow-scripts/flow DESIGN_CONFIG=/design/flow/config.mk WORK_HOME=/design/flow/orfs finish
File: flow/config.mk
export PLATFORM = sky130hd
export DESIGN_NAME = midpoint
export DESIGN_NICKNAME = midpoint
export VERILOG_FILES = /design/flow/design.v
export SDC_FILE = /design/flow/constraint.sdc
export NUM_CORES = 4
export LEC_CHECK = 1
export CORE_AREA = 10 10 87 87
export DIE_AREA = 0 0 97 97
File: flow/constraint.sdc
current_design midpoint

set clk_period 2.1
set clk_io_pct 0.2

create_clock -name clk0 -period $clk_period [get_ports {clk}]

set non_clock_inputs [all_inputs -no_clocks]
set_input_delay [expr $clk_period * $clk_io_pct] -clock clk0 $non_clock_inputs
set_output_delay [expr $clk_period * $clk_io_pct] -clock clk0 [all_outputs]
==> results.txt <==
run results: via count 588, Pwr Total 1.47 mW, Tmin final 1.49 ns, first-pass GRT wire length about 2700 microns, most frequent cells in the layout dfxtp_1 (29), ha_1 (8), clkdlybuf4s50_1 (8), nor3_1 (6), clkbuf_8 (6), Worst Hold Class flip-flop to flip-flop, Core Util, Final 23.2%, Clock Sink Count 32, sequential power share 53.4%, ANT nets after route 0, Setup TNS 0 ns, Top delay family on crit path buffers and inverters, Worst path slowest cell clkdlybuf4s50_1, post-DP HPWL 1090 microns, number of max-slew violations in the final report 0, cycle use final 70.9%, DRT Pass-1 Iters 4, initial antenna violation count 0, Die Span X 97 microns, Unique masters post-synth 17, MaxCap Viol Count 0, Core Region 5640 sq um, grt peak-use layer met2, placed cells 160, WHS Path Cells 0, worst skew pair latency 0.28 ns, drt wl/cell 9.14 microns, Init Core Util 18.9%, # Cells Yosys 82, depth of the worst register-to-register path 3, area of the mapped netlist around 1100 sq um, grt ovf 0, Psw 332 uW, critical path endpoint category output pin, clock slew at reported path FFs 0.07 ns, startpoint types flip-flop, Worst VDD drop 0.561 mV, Fin Hold WS 0.327 ns, worst stage delay on the critical path approximately 0.47 ns, Commonest Layout Cell dfxtp_1, hold_buf cts 0, die area 9410 sq um, Die Span Y 97 microns, Net Sw Frac between 20 and 25%, pre-CTS setup slack 0.647 ns, met2 Usage GRT 4.50%, fin cells 168, Final Instance Area 1310 sq um, measured slew at the worst slew-check pin 0.526 ns, Avg Cell Area, Syn 13.0 sq um, crit path buf inv count 1, tool warnings 25, Req. time, crit path 1.68 ns, Filler cells 573, worst r2r src inputcon1.counter[0], fmax 672 MHz, crit-path max FO 1, post_cts resized 0, CTS max path bufs 2, Comb power frac 14.6%, clock skew 0.00601 ns, H-tree depth 2, Fin. Hold Viols 0, Seq share, synth 63.1%, Syn. warnings 3, Rel. slew slack 64.9%, Iter 0 DRT Violations 11, Levels on crit path 1, WP data arrival approximately 1.1 ns, final wirelength 1540 microns, Syn Inst Count approximately 80, placed instance area about 1200 sq um, pwr dens 1120 nW/um^2, met3 usage under 10%, ant diodes 0, number of port buffers 8, vias in the first global route between 600 and 700, RSZ-0062 raised after global routing no, worst reg-to-reg setup slack 0.90 ns, met1 Resource Use GR 4.30%, synthesized flop and latch total 32, Leakage Power 0.539 nW, outcome complete, no violations, Tot GR Track Use 3.36%, yosys stat area 1060 sq um, via-per-instance ratio 3.50, hold_sp inputcon2.synchronizer0, share of cells above drive strength 1 15.6%, clock share of power around a third, largest net degree at the start of global routing 13, Reg-to-Reg End inputcon1.conditioned, P_int 1.14 mW, final worst setup slack between 0.6 and 0.7 ns, Hold Path Sink inputcon2.synchronizer1, Post-CTS Setup Repair Bufs 0, GP Congestion 0.677, Crit Path Category flip-flop to output pin, crit path cell chain clkdlybuf4s50_1, CTS root buffer clkbuf_8, Remaining DRCs 0, CTS tree yes, # setup viols final 0, io pins 9, # rows 27, CTS buffer count 5, Syn-to-layout area delta 23.3%
## cells by family after synthesis
family | synth area share (%)
DFF | 63.1
AOI/OAI and AO/OA | 3.41
buffers and inverters | 3.18
xor gates and xnor gates | 0.824
adders and majority gates | 9.41
muxes | 8.00
and+or+nand+nor | 12.1
## power by group through the flow
stage	Clock, mW	Sequential, mW	Combinational [mW]
after CTS	0.483	0.789	0.223
after global routing	0.510	0.801	0.245
final	0.471	0.786	0.215
## state kept, by name (all words and copies together), names as in the netlist, 3 cells and up
name / flops
inputcon1.counter: 3
inputcon2.counter: 3
inputcon3.counter: 3
led: 4
shifty.shiftregistermem: 8
## how the worst max path moves through the flow
stage                  start  slack [ns]  endpoint
after CTS             led[0]        0.58    led[0]
after global routing  led[0]        0.55    led[0]
final                 led[0]        0.61    led[0]
## final cells by class
| type | instances | area (sq um) | area share, % |
|---|---|---|---|
| inverter | 5 | 18.8 | 1.43 |
| multi-input combinational | 43 | 359 | 27.4 |
| sequential | 32 | 671 | 51.1 |
| clock inverter | 2 | 10.0 | 0.763 |
| timing repair buffer | 8 | 80.1 | 6.11 |
| tap | 72 | 90.1 | 6.87 |
| clock buffer | 6 | 82.6 | 6.30 |
## metal layers
layer / up-vias / share of wire [%]
li1: 303 / -
met4: 0 / 1.4
met1: 270 / 48
met3: 4 / 9.6
met2: 11 / 41
met5: - / 0
## cells in the mapped netlist
cell type | n | share of area [%]
inv_1 | 5 | 1.8
nor2b_1 | 5 | 2.9
edfxtp_1 | 3 | 8.5
xnor2_1 | 1 | 0.82
nor2_1 | 4 | 1.4
dfxtp_1 | 29 | 55
clkbuf_1 | 1 | 0.35
nor2b_2 | 2 | 1.6
mux2_2 | 4 | 4.2
nor3b_1 | 3 | 2.1
a211o_1 | 3 | 2.5
buf_6 | 1 | 1.1
nor3_1 | 6 | 2.8
ha_1 | 8 | 9.4
a211o_2 | 1 | 0.94
mux2i_1 | 4 | 3.8
and2_1 | 2 | 1.2
Power is estimated from default activity; no workload was simulated.
