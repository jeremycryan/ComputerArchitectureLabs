## design/flow/config.mk

```make
export PLATFORM = sky130hd
export DESIGN_NAME = register32
export DESIGN_NICKNAME = register32
export VERILOG_FILES = /design/flow/design.v
export SDC_FILE = /design/flow/constraint.sdc
export NUM_CORES = 4
export LEC_CHECK = 1
export CORE_AREA = 10 10 95 95
export DIE_AREA = 0 0 105 105
```

## design/flow/constraint.sdc

```tcl
current_design register32

set clk_period 1.0
set clk_io_pct 0.2

create_clock -name clk0 -period $clk_period [get_ports {clk}]

set non_clock_inputs [all_inputs -no_clocks]
set_input_delay [expr $clk_period * $clk_io_pct] -clock clk0 $non_clock_inputs
set_output_delay [expr $clk_period * $clk_io_pct] -clock clk0 [all_outputs]
```

## design/flow/design.v

```verilog
module instruction_decoder (
    input[31:0] inst,
    output[4:0] rs,
    output[4:0] rt,
    output[4:0] rd,
    output[15:0] imm16,
    output[25:0] target_instr,
    output reg regDst,
    output reg regWr,
    output reg memWr,
    output reg memToReg,
    output reg [2:0] ALUcntrl,
    output reg ALUsrc, 
    output reg jump,
    output reg branch,
    output reg bne,
    output reg jl,
    output reg jr
);
wire[5:0] op;			 
wire[4:0] shamt;		 
wire[5:0] funct;		 
assign op = inst[31:26];
assign shamt = inst[10:6];
assign funct = inst[5:0];
assign rs = inst[25:21];	 
assign rt = inst[20:16];	 
assign rd = inst[15:11];	 
assign imm16 = inst[15:0];	 
assign target_instr = inst[25:0];  
always @(*)begin
if((op==6'b000100) || (op==6'b000101))
    branch = 1'b1;
else 
    branch = 1'b0;
if((op==6'b000010)||(op==6'b000011)||(op==6'b0 && funct==6'b001000))
    jump = 1'b0;
else
    jump = 1'b1;
if(op==6'h3)
    jl = 1'b1;
else
    jl = 1'b0;
if((op==6'h0)&&(funct==6'h8))
    jr = 1'b1;
else
    jr = 1'b0;
if(op==6'h5)
    bne = 1'b1;
else
    bne = 1'b0;
if((op!==6'b0)&&(op!==6'h4)&&(op!==6'h5)&&(op!==6'b10)&&(op!==6'b11)&&((op<6'b010000) || (op >6'b010100)))
    ALUsrc = 1'b0;
else
    ALUsrc = 1'b1;
if(op==6'b100011)
    memToReg = 1'b1;
else
    memToReg = 1'b0;
if((op==6'b100011)||(op==6'b101011)||(op==6'b1000)||((op==6'b0)&&(funct==6'b100000)))
    ALUcntrl = 3'b0;
if((op==6'b0)&&(funct==6'b100010))
    ALUcntrl = 3'b1;
if((op==6'b0)&&(funct==6'b101010))
    ALUcntrl = 3'h2;
if((op==6'h4)||(op==6'h5)||(op==6'he))
    ALUcntrl = 3'h3;
if((op==6'h23)||(op==6'h3)||(op==6'he)||(op==6'h8)||((op==6'h0)&&((funct==6'h20)||(funct==6'h22)||(funct==6'h2a))))
    regWr = 1'b1;
else
    regWr = 1'b0;
if ((op == 6'b000000) || (op[5:2] == 6'b0100))
    regDst = 1'b1;
else
    regDst = 1'b0;
if (op == 8'b101011)
    memWr = 1'b1;
else
    memWr = 1'b0;
end
endmodule
module decoder1to32
(
output[31:0]	out,
input		enable,
input[4:0]	address
);
    assign out = enable<<address; 
endmodule
module register
(
output reg	q,
input		d,
input		wrenable,
input		clk
);
    always @(posedge clk) begin
        if(wrenable) begin
            q <= d;
        end
    end
endmodule
module register32
(
output [31:0] q,
input[31:0] d,
input wrenable,
input clk
);
genvar i;
generate
    for(i=0; i < 32; i=i+1)begin
        register registerBit(q[i],d[i],wrenable,clk);   
    end
endgenerate
endmodule
module register32zero(
output [31:0] q,
input[31:0] d,
input wrenable,
input clk
);
genvar i;
generate
    for(i=0; i< 32; i=i+1)begin
        assign q[i] = 1'b0;   
    end
endgenerate
endmodule
module regfile
(
output[31:0]	ReadData1,	 
output[31:0]	ReadData2,	 
input[31:0]	WriteData,	 
input[4:0]	ReadRegister1,	 
input[4:0]	ReadRegister2,	 
input[4:0]	WriteRegister,	 
input		RegWrite,	 
input		Clk		 
);
  wire[31:0] registersOut [31:0];
  wire[31:0] enables;
  decoder1to32 decode(enables, RegWrite, WriteRegister);
  register32zero zeros(.q(registersOut[0]),.d(32'b0),.wrenable(enables[0]),.clk(Clk));
  generate
  genvar i;
  for (i=0;i<31;i=i+1)begin
    register32 registers(
    .q(registersOut[i+1]),
    .d(WriteData),
    .wrenable(enables[i+1]),
    .clk(Clk)
    );
  end
  endgenerate
  mux32to1by32 mux0(ReadData1, ReadRegister1, registersOut[0],registersOut[1],registersOut[2],registersOut[3],registersOut[4],registersOut[5],registersOut[6],registersOut[7],registersOut[8],registersOut[9],registersOut[10],registersOut[11],registersOut[12],registersOut[13],registersOut[14],registersOut[15],registersOut[16],registersOut[17],registersOut[18],registersOut[19],registersOut[20],registersOut[21],registersOut[22],registersOut[23],registersOut[24],registersOut[25],registersOut[26],registersOut[27],registersOut[28],registersOut[29],registersOut[30],registersOut[31]);
  mux32to1by32 mux1(ReadData2, ReadRegister2, registersOut[0],registersOut[1],registersOut[2],registersOut[3],registersOut[4],registersOut[5],registersOut[6],registersOut[7],registersOut[8],registersOut[9],registersOut[10],registersOut[11],registersOut[12],registersOut[13],registersOut[14],registersOut[15],registersOut[16],registersOut[17],registersOut[18],registersOut[19],registersOut[20],registersOut[21],registersOut[22],registersOut[23],registersOut[24],registersOut[25],registersOut[26],registersOut[27],registersOut[28],registersOut[29],registersOut[30],registersOut[31]);
endmodule
module id(
   input[31:0] inst,
   input[31:0] dw,
   input[4:0] wr_addr,
   input wr_en,  
   output[31:0] da_out,
   output[31:0] db_out,
   output[15:0] imm16,
   output reg[4:0] wr_addr_id,  
   output[4:0] rs,
   output[4:0] rt,
   output[25:0] target_instr,
   output[2:0] ALUcntrl,
   output regDst,
   output regWr,
   output memWr,
   output memToReg,
   output ALUsrc, 
   output jump,
   output branch,
   output bne,
   output jl,
   output jr,
   input[37:0] ALUres_ex,
   input[37:0] ALUres_mem,
   input clk
);
   wire[4:0] rd;
   wire[31:0] da, db;
   instruction_decoder dec (
      .inst(inst),
      .rs(rs),
      .rt(rt),
      .rd(rd),
      .imm16(imm16),
      .target_instr(target_instr),
      .regDst(regDst),
      .regWr(regWr),
      .memWr(memWr),
      .memToReg(memToReg),
      .ALUcntrl(ALUcntrl),
      .ALUsrc(ALUsrc),
      .jump(jump),
      .branch(branch),
      .bne(bne),
      .jl(jl),
      .jr(jr)
   );
    wire[31:0] dwInter;
    wire[31:0] jRrs;
    assign jRrs = da;
    regfile reggie (
        .ReadData1(da),
        .ReadData2(db),
        .WriteData(dw),
        .ReadRegister1(rs),
        .ReadRegister2(rt),
        .WriteRegister(wr_addr),
        .RegWrite(wr_en),
        .Clk(clk)
    );
    wire ex_met_a, mem_met_a;  
    assign ex_met_a = ~((ALUres_ex[36] ^ rs[4]) |
            (ALUres_ex[35] ^ rs[3]) |
            (ALUres_ex[34] ^ rs[2]) |
            (ALUres_ex[33] ^ rs[1]) |
            (ALUres_ex[32] ^ rs[0])) &
            ALUres_ex[37];
    assign mem_met_a = ~((ALUres_mem[36] ^ rs[4]) |
            (ALUres_mem[35] ^ rs[3]) |
            (ALUres_mem[34] ^ rs[2]) |
            (ALUres_mem[33] ^ rs[1]) |
            (ALUres_mem[32] ^ rs[0])) &
            ALUres_mem[37];
    wire[31:0] mr_mux_0_out;
    mux2_32 mr_mux_0 (
        .out(mr_mux_0_out),
        .in0(da),
        .in1(ALUres_mem[31:0]),
        .sel(mem_met_a));
    wire[31:0] mr_mux_1_out;
    mux2_32 mr_mux_1 (
        .out(mr_mux_1_out),
        .in0(mr_mux_0_out),
        .in1(ALUres_ex[31:0]),
        .sel(ex_met_a));
    wire ex_met_b, mem_met_b;  
    assign ex_met_b = ~((ALUres_ex[36] ^ rt[4]) |
            (ALUres_ex[35] ^ rt[3]) |
            (ALUres_ex[34] ^ rt[2]) |
            (ALUres_ex[33] ^ rt[1]) |
            (ALUres_ex[32] ^ rt[0])) &
            ALUres_ex[37];
    assign mem_met_b = ~((ALUres_mem[36] ^ rt[4]) |
            (ALUres_mem[35] ^ rt[3]) |
            (ALUres_mem[34] ^ rt[2]) |
            (ALUres_mem[33] ^ rt[1]) |
            (ALUres_mem[32] ^ rt[0])) &
            ALUres_mem[37];
    wire[31:0] mr_mux_2_out;
    mux2_32 mr_mux_2 (
        .out(mr_mux_2_out),
        .in0(db),
        .in1(ALUres_mem[31:0]),
        .sel(mem_met_b));
    wire[31:0] mr_mux_3_out;
    mux2_32 mr_mux_3 (
        .out(mr_mux_3_out),
        .in0(mr_mux_2_out),
        .in1(ALUres_ex[31:0]),
        .sel(ex_met_b));
    assign da_out = mr_mux_1_out;
    assign db_out = mr_mux_3_out;
   wire[4:0] wr_addr_id_inter;
    always @(*) begin
    if(jl)
        wr_addr_id = 5'b11111;
    else
        wr_addr_id = wr_addr_id_inter;
    end
    genvar i;
    generate
        for (i=0; i<5; i=i+1)
            mux2 muxxy (wr_addr_id_inter[i], rt[i], rd[i], regDst);
    endgenerate
endmodule
```

## design/flow/run.sh

```bash
#!/bin/bash
# OpenROAD 26Q1-2900-gdf79404cd8, Yosys 0.63+post, stock flow scripts
make -C /OpenROAD-flow-scripts/flow DESIGN_CONFIG=/design/flow/config.mk WORK_HOME=/design/flow/orfs finish
```

==> notes.md <==
Synthesis and PnR results.

- The power density over the cells reads 1620 mW/mm^2.
- The critical path's largest stage delay reads 0.38 ns.
- Across all layers, the routed design uses 575 vias.
- The source of the critical timing path is genblk1[13].registerBit.q.
- The data arrival time at the worst-slack endpoint is 0.78 ns.
- The via-per-instance ratio is 2.86.
- Summing every instance area after synthesis gives 0.00120 mm^2.
- The sum of overflow across all layers after global routing reads 0.
- The iteration count of the initial detailed-routing pass reads 3.
- The total setup violations reported at the end of the flow is 0.
- The TritonCTS clock tree reads yes.
- The core area reads 0.00691 mm^2.
- The kind of end point of the critical path is an output port.
- The yosys synthesis chip area is 0.00120 mm^2.
- The number of buffers added on ports is 65.
- The sum of buffers and inverters on the critical path reads 1.
- Warnings raised by the tools during the run amount to 27.
- The global-route wire length before repair reads 4090 um.
- The count of inserted antenna diode cells reads 0.
- The peak-usage layer in the global routing report reads met2.
- The flow ran to the end, and the final reports show no timing, DRC or antenna violations.
- The slew at the pin closest to its max-slew limit reads 0.168 ns.
- Routing resource usage on met1 recorded by global route was 5.15%.
- The largest net degree at the start of global routing is 33.
- TritonCTS reports the number of clock sinks as 32.
- The worst setup path is of the reg2out kind.
- The leakage power in the latest report is 0.617 nW.
- The time the worst path needs with I/O delays and setup reads 0.978 ns.
- The number of synthesized register bits reads 32.
- The combinational gate area reads 0 um^2.
- The number of synthesis warnings reads 1.
- The clock transition at the registers of the reported paths reads 0.06 ns.
- The overall chip area is 0.0110 mm^2.
- The required arrival time at the worst endpoint is 0.80 ns.
- The post-synthesis sequential area ratio reads 80.0%.
- The number of endpoints with negative hold slack in the final report reads 0.
- The worst max-slew margin expressed relative to the limit reads 88.8%.
- The growth of design area from synthesis to finish is 38.9%.
- The register name with the most flops is genblk1.registerBit.q.
- Setup repair after global routing could not meet its margin everywhere.
- The y dimension of the die is 105 um.
- The number of maximum-capacitance violations recorded for the run is 0.
- The worst hold path class reads in2reg.
- The number of distinct library cells after synthesis reads 2.
- For reference, the critical path cell chain is buf_2.
- The startpoint of the tightest hold check path reads d[21].
- The global-route met3 utilization is 3.60%.
- The gate family responsible for the most delay along the worst path is flip-flops.
- The via count of the first global-routing pass is 651.
- In the final layout, the registers with the most flip-flops are genblk1.registerBit.q x32.
- The report shows a maximum critical-path fanout of 1.
- The smallest hold slack reads 0.482 ns.
- Adding up every negative setup slack in the final design gives 0 ns.
- The congestion estimate from routability-driven global placement came to 0.710.
- The number of standard cells after synthesis reads 64.
- The number of logic gates is 0.
- The final routed DRC violation total reads 0.
- The floorplan core density reads 17.4%.
- The number of levels in the clock H-tree reads 2.
- The total track usage is 5.17%.
- The number of design-rule violations left by the first detailed-router iteration is 3.
- The launching element type of the critical path reads a register.
- The routed wire length per instance is 14.7 um.
- The number of hold buffers added after CTS was 0.
- The power consumption reads 2.71 mW.
- The deepest clock path buffer count is 2.
- The cell chosen for the clock root is clkbuf_8.
- The number of antenna-violating nets in the routed design is 0.
- The total count of max-transition violations in the final report is 0.
- The critical path's slowest cell is edfxtp_1.
- The TritonCTS buffer count reads 5.
- In this build the clock could be raised as far as 1020 MHz.
- The register with the most flip-flops in the layout has 32 of them.
- The width of the chip is 105 um.
- Global routing consumed, on the met2 layer, 8.99% of the routing resources.
- The cell count listed in synth_stat.txt is 64.
- In this run the VDD rail shows a maximum IR drop of 419 uV.
- The average size of a mapped cell reads 18.8 um^2.
- The number of antenna violations at the first check in global routing was 0.
- The wire length reported by the detailed router reads 2960 um.
- 66 I/O pins were placed.
- The layout cell share with drive strength beyond 1 reads 36.2%.
- The fraction of the cycle the final worst path needs reads 97.8%.
- The initialized floorplan defines 30 standard-cell rows.
==> cell type report <==
cell class	instances	area (um^2)
fillers	751	5240
flip-flops and latches	32	961
repair buffers	66	510
well taps	96	120
clock buffers	5	68.8
clock inverters	2	7.51
==> placed cells by master, fill, tap and decap left out, drive strengths merged <==
cell,n
edfxtp,32
clkbuf,5
buf,33
clkdlybuf4s50,33
clkinv,2
==> cell usage after synthesis <==
cell type	instances	share of area, %
edfxtp_1	32	80
buf_4	32	20
==> where the power goes <==
part / leakage (nW) / total (mW) / switching (mW) / internal [mW]
logic: 0.264 / 0.251 / 0.0691 / 0.181
clock network: 0.0391 / 0.838 / 0.381 / 0.457
registers: 0.313 / 1.62 / 0.0257 / 1.59
total: 0.617 / 2.71 / 0.476 / 2.23
==> path summary, 6_finish.rpt <==
path,depth (start not counted),slack (ns),endpoint
max,1,0.02,q[13]
min,1,0.48,genblk1[21].registerBit.q
==> kinds of logic after synthesis <==
group                  Yosys count  share of synthesized area [%]
buffers and inverters           32                           20.0
flip-flops                      32                           80.0
==> metal layers <==
layer / vias up / share of wire (%)
li1: 274 / -
met1: 253 / 36
met2: 44 / 51
met3: 4 / 12
met4: 0 / 0.71
met5: - / 0
==> what timing repair did <==
action	in CTS	in global routing
gates resized	102	0
buffers inserted	0	0
setup endpoints to repair	32	8
cloned	0	0
==> metrics by stage <==
stage | std cells | cell area (um^2) | util (%) | worst slack [ns]
final | 201 | 1670 | 24.1 | 0.0221
after global routing | 201 | 1670 | 24.1 | -0.0190
after CTS | 201 | 1670 | 24.1 | -0.00374
after detailed placement | 194 | 1750 | 25.4 | -0.244
after global placement | 194 | 1750 | 25.4 | -0.241
after floorplan | 64 | 1200 | - | 0.346
No activity file was given, so power comes from the tool's default toggle rates.
