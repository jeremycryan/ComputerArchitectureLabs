### design.v
module datamemory
#(
    parameter addresswidth  = 7,
    parameter depth         = 2**addresswidth,
    parameter width         = 8
)
(
    input 		                clk,
    output reg [width-1:0]      dataOut,
    input [addresswidth-1:0]    address,
    input                       writeEnable,
    input [width-1:0]           dataIn
);
    reg [width-1:0] memory [depth-1:0];
    always @(posedge clk) begin
        if(writeEnable)
            memory[address] <= dataIn;
        dataOut <= memory[address];
    end
endmodule
### run.sh
#!/bin/bash
# OpenROAD 26Q1-2900-gdf79404cd8, Yosys 0.63+post, stock flow scripts
make -C /OpenROAD-flow-scripts/flow DESIGN_CONFIG=/design/flow/config.mk WORK_HOME=/design/flow/orfs finish
### config.mk
export PLATFORM = sky130hd
export DESIGN_NAME = datamemory
export DESIGN_NICKNAME = datamemory
export VERILOG_FILES = /design/flow/design.v
export SDC_FILE = /design/flow/constraint.sdc
export NUM_CORES = 4
export LEC_CHECK = 1
export CORE_UTILIZATION = 30
### constraint.sdc
current_design datamemory

set clk_period 14.5
set clk_io_pct 0.2

create_clock -name clk0 -period $clk_period [get_ports {clk}]

set non_clock_inputs [all_inputs -no_clocks]
set_input_delay [expr $clk_period * $clk_io_pct] -clock clk0 $non_clock_inputs
set_output_delay [expr $clk_period * $clk_io_pct] -clock clk0 [all_outputs]
==> run summary <==
fresh numbers from the pnr run: slew at the pin with the worst max-slew slack=1.36 ns, Reg2Reg Depth=5, IO buf count=24, htree depth=3, R2R Setup Slk=11.94 ns, first-pass GRT wire length=174 mm, Tool Warnings=26, setup TNS=0 ns, crit-path max cell delay=0.89 ns, CP Buf/Inv Count=5, DR vias=23,897, row count=134, Final period util=44.5%, fin. max-slew vios=0, setup repair after global routing missed its margin=false, Setup Viol. Count Final=0, Post-CTS Repair Setup Buffers=0, YS warnings=1, worst clock skew=0.0356 ns, worst hold start=memory[24][3], # Cells Yosys=2,475, overall power=6.20 mW, Worst VDD drop=0.0824 mV, Clock Tree Root=clkbuf_16, setup ws final=8.05 ns, run status=finished, violations left, Yosys cell types=66, P per Cell Area=135 nW/um2, vias in the first global route=25,137, drt total wl=119 mm, filler cell count=12,385, critical path depth=11, Hold Path End=dataOut[3], die extent in x=369 um, Flops after synth=1,032, static leakage=14.2 nW, Reg-to-Reg End=dataOut[6], number of enable flip-flop cells=1,024, Post-Syn Area=40,400 um2, CP Launch Type=input port, clock sink count=1,032, Slew HR=7.86%, CTS tree=yes, worst skew pair latency=0.67 ns, register share after synthesis=76.4%, Worst Hold Class=register to register, Worst R2R Start=memory[39][6], WS Path Type=input port to register, GPL Wtd Cong=0.962, Final Hold Fails=0, Top-Level Pins=25, first-pass detailed-route iteration total=50, DR DRC count=10, largest net degree at the start of global routing=76, share of cells above drive strength 1=13.9%, CTS Hold Bufs=0, worst hold margin=0.778 ns, Yosys Chip Area=40,400 um2, f_max=155 MHz, Die H=369 um, drt via density=5.46, clock tree buffer depth=3, total track usage=18.7%, fin crit period=6.45 ns, Critical Path AT=6.93 ns, ys async rst share=0%, drt wl/cell=27.1 um, HPWL after DPL=72.1 mm, Synth Area per Inst=16.3 um2, Worst EP required=14.98 ns, CP top delay family=buffers and inverters, final core area utilization=34.4%, CP dominant cell by count=buf_4, Floorplan Utilization=30.3%, clock buffer count from CTS=104, register area=30,900 um2, Core Region=134,000 um2, Layout area overhead=13.7%, CTS-repair resized insts=0, cells after synthesis=2,475, Hold Path Depth=6, CP Capture Type=register, dpl ws=7.55 ns, critical-path cell list=clkbuf_8 > buf_4 > inv_4 > buf_4 > nand2_1 > buf_4 > o22ai_1 > a221oi_1 > o22ai_1 > o41ai_1 > nand4_1, total global routing overflow=0, slowest stage cell, crit path=o41ai_1, Logic area=8510 um2, crit path max fanout=49, Die Area=136,000 um2, Max-cap violations=0, DRT iter0 DRCs=1,876, failing checks=DRC, antenna viol nets, final=0, initial antenna violation count=5, Clock transition at path regs=0.06 ns, Top FF cell, synth=edfxtp_1
==> where the power goes <==
part / switching, mW / leakage, nW / internal, mW
sequential: 0.0110 / 9.27 / 3.29
combinational: 0.272 / 3.35 / 0.102
clock: 1.09 / 1.53 / 1.43
total: 1.37 / 14.2 / 4.83
==> placed cells by master (no fill, tap or decap), types with 5 or more instances in the layout <==
master           count
nor3_1              16
o22a_1              11
a221oi_1           220
edfxtp_1          1024
nand2_1            102
nand4_1              9
a22oi_1             73
and2_1               5
nand2b_1             8
nand3_1             17
clkinv_2            14
clkinv_1            22
nor2b_1              9
o211ai_1            11
o31ai_1              6
clkbuf_16          105
mux2_2              60
mux4_2              11
clkdlybuf4s50_1     11
a211oi_1             8
o21ai_0             80
a22o_1              41
mux2i_1             61
a221o_1             20
nor2_1             239
clkbuf_1            31
a21oi_1            125
dfxtp_1              8
o221ai_1            17
buf_4              128
nor2b_4              5
bufinv_16            6
o22ai_1             24
==> layer usage <==
layer	global-route usage [%]	share of wire [%]	wire, um
met5	1.39	0.23	274
met2	27.9	46	54900
met4	4.56	2.9	3400
met3	13.0	16	18600
met1	22.2	35	41800
==> worst register-to-register path: cells and delay by family (launching register included) <==
family          cells  cell delay, ns
mux                 2            0.86
flops               1            0.37
compound gates      2            0.96
simple gates        1            0.21
==> how the worst max path moves through the flow <==
stage | from | to | slack (ns)
final | address[1] | dataOut[0] | 8.05
after CTS | address[1] | dataOut[0] | 8.26
after global routing | address[1] | dataOut[0] | 7.92
==> state kept, by name, summed over array words and instances (netlist names) <==
signal	cells
memory	1024
dataOut	8
==> kinds of logic (layout without fill, tap and decap cells) <==
| logic type | after synthesis | count (layout) | synth area share, % |
|---|---|---|---|
| compound gates | 680 | 680 | 12.5 |
| buf+inv | 199 | 335 | 2.61 |
| flops | 1032 | 1032 | 76.4 |
| mux | 137 | 137 | 3.94 |
| other cells | 0 | 1 | 0 |
| simple gates | 427 | 427 | 4.47 |
==> stage by stage <==
step                      std cells  cell area (um2)
after floorplan                2475            40400
after global placement         4194            42800
after detailed placement       4194            42800
after CTS                      4379            46000
after global routing           4379            46000
final                          4380            46000
==> Yosys cell counts (16+ instances only) <==
cell,number,share of area [%]
buf_2,80,0.99
mux2i_1,61,1.5
a22o_1,41,0.89
nor3_1,16,0.20
mux2_2,60,1.7
o21ai_0,80,0.99
nand3_1,17,0.21
edfxtp_1,1024,76
clkbuf_1,72,0.67
nor2_1,240,2.2
a21oi_1,125,1.5
o221ai_1,17,0.37
buf_6,23,0.64
a221oi_1,220,4.8
o22ai_1,24,0.37
a221o_1,20,0.50
a22oi_1,73,1.4
nand2_1,102,0.95
==> layout make-up <==
class                      instances  area share [%]
antenna                            1         0.00544
clock buffer                     136            5.97
clock inverter                    49           0.901
inverter                           4          0.0381
multi-input combinational       1244            18.5
sequential                      1032            67.2
tap                             1768            4.81
timing repair buffer             146            2.53
No activity file was given, so power comes from the tool's default toggle rates.
